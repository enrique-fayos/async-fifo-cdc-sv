**./config.mk**
```make
export PLATFORM = sky130hd
export DESIGN_NAME = async_fifo
export DESIGN_NICKNAME = async_fifo
export VERILOG_FILES = /design/flow/design.v
export SDC_FILE = /design/flow/constraint.sdc
export NUM_CORES = 4
export LEC_CHECK = 1
export CORE_UTILIZATION = 30
export SYNTH_HDL_FRONTEND = slang
```
**./constraint.sdc**
```tcl
current_design async_fifo

set clk_period 5.2
set clk_io_pct 0.2

create_clock -name clk0 -period $clk_period [get_ports {rd_clk}]
create_clock -name clk1 -period $clk_period [get_ports {wr_clk}]

set non_clock_inputs [all_inputs -no_clocks]
set_input_delay [expr $clk_period * $clk_io_pct] -clock clk0 $non_clock_inputs
set_output_delay [expr $clk_period * $clk_io_pct] -clock clk0 [all_outputs]
```
**./design.v**
```verilog
`timescale 1ns / 1ps
module async_fifo #(
    parameter int DATA  = 8,
    parameter int DEPTH = 16
)(
    input logic wr_clk,
    input logic rd_clk,
    input logic wr_rst_n,
    input logic rd_rst_n,
    input logic wr_en,
    input logic rd_en,
    input logic  [DATA-1:0] din,
    output logic [DATA-1:0] dout,
    output logic full,
    output logic empty
);
localparam int ADDR_W = $clog2(DEPTH);
localparam int PTR_W  = ADDR_W + 1;
initial begin
    if ((DEPTH & (DEPTH - 1)) != 0) begin
        $fatal(1, "async_fifo: DEPTH (%0d) must be a power of 2", DEPTH);
    end
    if (DEPTH < 4) begin
        $fatal(1, "async_fifo: DEPTH (%0d) must be >= 4", DEPTH);
    end
    if (DATA < 1) begin
        $fatal(1, "async_fifo: DATA (%0d) must be >= 1", DATA);
    end
end
logic wr_inc, rd_inc;
logic empty_next, full_next;
logic [PTR_W-1:0] wr_ptr_bin,  wr_ptr_bin_next;
logic [PTR_W-1:0] wr_ptr_gray, wr_ptr_gray_next;
logic [PTR_W-1:0] rd_ptr_bin,  rd_ptr_bin_next;
logic [PTR_W-1:0] rd_ptr_gray, rd_ptr_gray_next;
(* ASYNC_REG = "TRUE" *) logic [PTR_W-1:0] wr_ptr_gray_ff1, wr_ptr_gray_ff2;
(* ASYNC_REG = "TRUE" *) logic [PTR_W-1:0] rd_ptr_gray_ff1, rd_ptr_gray_ff2;
logic [PTR_W-1:0] wr_ptr_gray_sync;  
logic [PTR_W-1:0] rd_ptr_gray_sync;  
assign wr_ptr_gray_sync = wr_ptr_gray_ff2;
assign rd_ptr_gray_sync = rd_ptr_gray_ff2;
function automatic logic [PTR_W-1:0] bin2gray(input logic [PTR_W-1:0] bin);
    return (bin >> 1) ^ bin;
endfunction
logic [DATA-1:0] mem [0:DEPTH-1];
always_ff @(posedge wr_clk) begin
    if (wr_inc) begin
        mem[wr_ptr_bin[ADDR_W-1:0]] <= din;
    end
end
always_ff @(posedge rd_clk) begin
    if (!rd_rst_n) begin
        dout <= '0;
    end else if (rd_inc) begin
        dout <= mem[rd_ptr_bin[ADDR_W-1:0]];
    end
end
always_comb begin
    wr_inc          = 1'b0;
    wr_ptr_bin_next = wr_ptr_bin;
    wr_ptr_gray_next= wr_ptr_gray;
    full_next       = full;
    wr_inc          = wr_en && !full;
    wr_ptr_bin_next  = wr_ptr_bin + wr_inc;
    wr_ptr_gray_next = bin2gray(wr_ptr_bin_next);
    full_next = (wr_ptr_gray_next == {~rd_ptr_gray_sync[PTR_W-1:PTR_W-2],rd_ptr_gray_sync[PTR_W-3:0]});
end
always_comb begin
    rd_inc           = 1'b0;
    rd_ptr_bin_next  = rd_ptr_bin;
    rd_ptr_gray_next = rd_ptr_gray;
    empty_next       = empty;
    rd_inc = rd_en && !empty;
    rd_ptr_bin_next  = rd_ptr_bin + rd_inc;
    rd_ptr_gray_next = bin2gray(rd_ptr_bin_next);
    empty_next = (rd_ptr_gray_next == wr_ptr_gray_sync);
end
always_ff @(posedge wr_clk or negedge wr_rst_n) begin
    if (!wr_rst_n) begin
        full <= 1'b0;
    end else begin
        full <= full_next;
    end
end
always_ff @(posedge rd_clk or negedge rd_rst_n) begin
    if (!rd_rst_n) begin
        empty <= 1'b1;
    end else begin
        empty <= empty_next;
    end
end
always_ff @(posedge wr_clk or negedge wr_rst_n) begin
    if (!wr_rst_n) begin
        wr_ptr_bin  <= '0;
        wr_ptr_gray <= '0;
    end else begin
        wr_ptr_bin <= wr_ptr_bin_next;
        wr_ptr_gray <= wr_ptr_gray_next;
    end
end
always_ff @(posedge rd_clk or negedge rd_rst_n) begin
    if (!rd_rst_n) begin
        rd_ptr_bin  <= '0;
        rd_ptr_gray <= '0;
    end else begin
        rd_ptr_bin <= rd_ptr_bin_next;
        rd_ptr_gray <= rd_ptr_gray_next;
    end
end
always_ff @(posedge rd_clk or negedge rd_rst_n) begin
    if (!rd_rst_n) begin
        wr_ptr_gray_ff1 <= '0;
        wr_ptr_gray_ff2 <= '0;
    end else begin
        wr_ptr_gray_ff1 <= wr_ptr_gray;
        wr_ptr_gray_ff2 <= wr_ptr_gray_ff1;
    end
end
always_ff @(posedge wr_clk or negedge wr_rst_n) begin
    if (!wr_rst_n) begin
        rd_ptr_gray_ff1 <= '0;
        rd_ptr_gray_ff2 <= '0;
    end else begin
        rd_ptr_gray_ff1 <= rd_ptr_gray;
        rd_ptr_gray_ff2 <= rd_ptr_gray_ff1;
    end
end
endmodule
```
**./run.sh**
```bash
#!/bin/bash
# OpenROAD 26Q1-2900-gdf79404cd8, Yosys 0.63+post, stock flow scripts
make -C /OpenROAD-flow-scripts/flow DESIGN_CONFIG=/design/flow/config.mk WORK_HOME=/design/flow/orfs finish
```
==> results.yml <==
# physical design summary
detailed_routing:
  routed_wl_um: 12230
  vias_per_cell: 4.648
  drt_iter0_drc: 205
  diodes: 0
  vias: 3147
  ant_nets: 0
  wl_per_cell_um: 18.07
  dr.pass1.iters: 6
  drc: 0
power:
  intPower_uw: 3233
  switchingPower_uw: 1292
  clkPwrFrac_pct: 30.5
  ir_drop_mv: 0.2825
  power_frac_seq_pct: 42.9
  p_leak_uw: 0.002712
  p_comb_share_pct: 26.6
  swShare_pct: 28.56
  power.density_nw_per_um2: 572.7
global_routing:
  grt_max_degree: 34
  grt_use_total_pct: 12.27
  grt_pass1_wl_um: 19180
  grt_overflow_total: 0
  antenna_found_initial: 0
  grt_pass1_vias: 3394
cts:
  ctsHoldBuffers: 0
  cts_resized: 0
  post-cts-setup-buffers: 0
  cts_tree: "yes"
  clk_pin_slew_ns: 0.06
  cts_num_sinks: 176
final_timing:
  setup_viol: 0
  max_slew_margin_pct: 40.69
  final.setup.tns_ns: 0
  tightestPinTransition_ns: 0.8863
  rsz0062_at_grt: "no"
  skew_ns: 0.006667
  hold_viol: 0
  drv_slew: 0
floorplanning:
  initial_utilization_pct: 30.51
  row_count: 54
  ios: 24
  die.size.y_um: 150.7
  die_w_um: 150.7
  coreArea_um2: 21760
  chip_area_um2: 22720
worst_hold_path:
  hold_class: "flop to flop"
run:
  warning_count: 27
  timing.max_cap.violations: 0
logic_synthesis:
  largest_area_cell: "edfxtp_1"
  ys_seq_share_pct: 75.42
  ys_chip_area_um2: 6638
  most_common_cell: "edfxtp_1"
  common_cells: "edfxtp_1 (128), dfrtp_1 (39), mux4_2 (32)"
  top_area_share_pct: 57.91
  synth-edff-count: 128
  syn-cell-area_um2: 6638
  synth_area_per_cell_um2: 19.35
  synth.distinct_cells: 39
  ys_warn_count: 0
  ys_cells: 343
  synthArstFlopShare_pct: 22.73
  flop_cell: "edfxtp_1"
  synthCells: 343
  ys_top_cells_by_area: "edfxtp_1 (58%), dfrtp_1 (15%), mux4_2 (11%)"
  synth_flops: 176
setup_path:
  path_cells: "clkdlybuf4s50_1 -> nor2b_1 -> ha_1 -> ha_1 -> nand3_1 -> xor2_1 -> or3_1 -> a2111oi_2"
  r2r-start: "empty"
  reg2regPathDepth: 7
  crit_slowest_cell: "nor2b_1"
  startpoint: "rd_en"
  r2r_slack_ns: 2.68
  max_stage_delay_ns: 0.48
  arrival_ns: 3.55
  critPathKind: "input pin to flop"
  cp-start-kind: "input pin"
  cp-endpoint: "empty"
  r2r_end: "empty"
  crit_top_cell: "ha_1"
  end_kind: "flop"
  worstPathRequired_ns: 5.36
  crit_fanout: 10
placed_design:
  post-dp-hpwl_um: 7562
  port_buffers: 22
  gp_congestion: 0.7963
  dp_cells: 641
final_layout:
  final_util_pct: 36.32
  drive_gt1_share_pct: 20.15
  syn_to_final_growth_pct: 19.04
  final_cells: 677
outcome:
  outcome: "finished, final reports clean"
[critical path: cells and delay by family]
| family | cells | cell delay (ns) |
|---|---|---|
| AND-OR/OR-AND | 1 | 0.36 |
| AND/OR/NAND/NOR | 3 | 0.97 |
| adder cells (fa/ha/maj) | 2 | 0.53 |
| XOR/XNOR | 1 | 0.20 |
| buffers and inverters | 1 | 0.45 |
[layout by cell type, fill, tap and decap left out, types with 7 or more instances in the layout]
cell type	n
a21o_1	8
clkdlybuf4s50_1	22
buf_4	11
clkbuf_16	20
dfxtp_1	8
mux4_2	32
nand2_1	11
a22oi_1	16
nor2_1	13
dfrtp_1	38
xnor2_1	7
xor2_1	11
edfxtp_1	128
o21ai_0	8
[worst min-delay path by stage]
stage	start	to	slack, ns	cells past startpoint
6_report	rd_ptr_gray[0]	rd_ptr_gray_ff1[0]	0.21	0
5_1_grt	rd_ptr_gray[3]	rd_ptr_gray_ff1[3]	0.21	0
4_1_cts	rd_ptr_gray[0]	rd_ptr_gray_ff1[0]	0.20	0
[final cells by class]
cell class / count / area [um^2]
fillers: 1990 / 13850
flip-flops and latches: 176 / 5007
multi-input cells: 147 / 1548
clock buffers: 23 / 511.7
well taps: 280 / 350.3
repair buffers: 33 / 302.8
clock inverters: 13 / 162.7
inverters: 5 / 18.77
[power groups by stage]
stage | combinational [uW] | clock, uW | sequential, uW
after CTS | 1220 | 1410 | 1950
after global routing | 1320 | 1470 | 1970
final | 1200 | 1380 | 1940
[state kept, by name, summed over array words and instances (netlist names)]
signal           cells
dout                 8
rd_ptr_gray          4
rd_ptr_gray_ff1      5
rd_ptr_gray_ff2      5
wr_ptr_bin           5
wr_ptr_gray          4
rd_ptr_bin           5
empty                1
wr_ptr_gray_ff2      5
mem                128
wr_ptr_gray_ff1      5
full                 1
[stage by stage]
step	hold slack [ns]	worst slack, ns	total power (uW)	instance area [um^2]
6_report	0.2053	1.805	4525	7901
5_1_grt	0.2128	1.649	4759	7901
4_1_cts	0.2007	1.812	4570	7901
3_5_place_dp	0.3347	1.545	3172	7227
3_3_place_gp	0.3328	1.609	3163	7227
2_1_floorplan	0.3312	2.322	2814	6638
[kinds of logic (layout without fill, tap and decap cells)]
group	Yosys count	after routing	share of synthesized area, %
AND/OR/NAND/NOR	51	51	3.902
AND-OR/OR-AND	37	37	3.977
multiplexers	32	32	10.86
buffers and inverters	20	74	1.263
flip-flops	176	176	75.42
XOR/XNOR	22	22	3.638
adder cells (fa/ha/maj)	5	5	0.9425
[layer usage]
layer | up-vias | routed length [um] | GRT usage [%]
met5 | - | 0 | 0
met4 | 0 | 238 | 2.050
met3 | 17 | 960 | 5.966
met2 | 101 | 5693 | 18.23
met1 | 1609 | 5340 | 17.47
li1 | 1420 | - | -
Power is estimated from default activity; no workload was simulated.
